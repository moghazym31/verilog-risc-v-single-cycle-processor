## design/flow/config.mk

```make
export PLATFORM = sky130hd
export DESIGN_NAME = RegFile
export DESIGN_NICKNAME = RegFile
export VERILOG_FILES = /design/flow/design.v
export SDC_FILE = /design/flow/constraint.sdc
export NUM_CORES = 4
export LEC_CHECK = 1
export CORE_UTILIZATION = 50
```

## design/flow/constraint.sdc

```tcl
current_design RegFile

set clk_period 7.2
set clk_io_pct 0.2

create_clock -name clk0 -period $clk_period [get_ports {clk}]

set non_clock_inputs [all_inputs -no_clocks]
set_input_delay [expr $clk_period * $clk_io_pct] -clock clk0 $non_clock_inputs
set_output_delay [expr $clk_period * $clk_io_pct] -clock clk0 [all_outputs]
```

## design/flow/design.v

```verilog
`timescale 1ns / 1ps
module DFlipFlop
 (input clk, input rst, input D, output reg Q);
 always @ (posedge clk or posedge rst) begin  
 if (rst)
 Q <= 1'b0;
 else
 Q <= D;
 end
endmodule
`timescale 1ns / 1ps
module RegFile(
input clk, rst, 
input [4:0] readreg1, readreg2, writereg,  
input [31:0] writedata,  
input regwrite, 
output  [31:0] readdata1, readdata2); 
reg Load [31:0];
wire [31:0] dataout [0:31];
integer j;
    genvar i;
    generate 
        for(i=0; i < 32; i= i+1) 
        begin
            Register32bits inst3 (clk,rst,writedata,Load[i],dataout[i]);
      end
      endgenerate
always @ (*) 
begin
    for (j=0;j<32;j=j+1)
    begin
        if (j == writereg && regwrite ==1 && j != 0)
            Load[j] =1;
        else 
            Load[j]=0;    
    end
 end
assign readdata1 = dataout[readreg1] ; 
assign readdata2 = dataout[readreg2] ; 
endmodule
`timescale 1ns / 1ps
module Register32bits(clk, rst, D, Load, Q);
    input clk;
    input rst;
    input [31:0] D;
    input Load;
    output [31:0] Q;
    wire [31:0] Y;
    genvar i;
    generate 
        for(i=0; i < 32; i= i+1)
        begin
          multiplexer2x1 inst0( Q[i], D[i], Load, Y[i]);
          DFlipFlop inst1(clk, rst, Y[i], Q[i]); 
        end
    endgenerate
endmodule
`timescale 1ns / 1ps
module multiplexer2x1(input0, input1, selector, Y);
output Y;
input input0, input1, selector; 
assign Y=(selector)?input1:input0;
endmodule
```

## design/flow/run.sh

```bash
#!/bin/bash
# OpenROAD 26Q1-2900-gdf79404cd8, Yosys 0.63+post, stock flow scripts
make -C /OpenROAD-flow-scripts/flow DESIGN_CONFIG=/design/flow/config.mk WORK_HOME=/design/flow/orfs finish
```

==> metrics.cfg <==
[cts]
cts_resized = 0
cts.reportedPaths.clkPinSlew_ps = 60
clk_latency_ps = 720
hold_buffers = 0
cts_root_buffer = clkbuf_16
cts_buffers = 106
post-cts-setup-buffer-count = 0
cts_sinks = 992
cts_buffer_depth = 3
htreeDepth = 3
cts_tree = done

[hold_path]
hold_class = flip-flop to flip-flop

[routing]
antenna_left = 0
drc = 0
viasPerCell = 7.64
wl_um = 254000
wl_per_cell_um = 44.5
routed.top_layer = met5
dr_wl_met2_um = 100000
wl_met3_um = 44900
drt-initial-drc-count = 5251
met1_length_um = 89900
via_count = 43600
first_pass_iters = 7

[power]
vdd_ir_drop_max_v = 0.000212
p_total_mw = 16.1
p_leak_nw = 26.0
powerDensity_nw_per_um2 = 276

[synth]
syn_area_per_cell_um2 = 11.9
synth.yosys.seq_area_share_pct = 49.0
yosysTopAreaCell = dfrtp_1
ys_cells = 4239
yosys_area_um2 = 50600
syn-instance-count = 4239
synthTopCellsByArea = dfrtp_1 (49%), mux2_2 (22%), a22oi_1 (9.0%)
ff_type = dfrtp_1
synth-edff-count = 0
ys_warn_count = 4
async_reset_ff_share_pct = 100
synth_flops = 992
synth_top_area_share_pct = 49.0
ys_types = 67
synth_area_um2 = 50600

[place]
dp_hpwl_um = 157000
post-place-ws_ps = 588
io_buffers = 113
place.gp.congestion = 1.06

[sta]
post-route-min-period_ps = 6800
final-hold-violation-count = 0
setup_viol = 0
tightest_slew_ps = 1250
slew_violations = 0
relSlewSlack_pct = 16.1
whs_ps = 520
timing.final.ws_setup_ps = 401
fmax_ghz = 0.147
fin_crit_sh_pct = 94.4
skew_ps = 0
rsz0062_at_grt = no

[final_layout]
lay_top_count = mux2_2
area_growth_pct = 15.0
lay_top_cells = mux2_2 (1010), dfrtp_1 (992), a22oi_1 (610)
fillers = 8249
drive_gt1_share_pct = 36.3
reg_top3 = genblk1.inst3.genblk1.inst1.Q x992
regMostFlops = genblk1.inst3.genblk1.inst1.Q
largest_register_ffs = 992

[run]
maxCapViolCount = 0
warnings = 50

[critical_path]
crit_path_start_kind = input pin
cp.required_ps = 5760
cp-end-kind = primary output
worstPathMaxFanout = 12
path_class = input pin to primary output
cp.arrival_ps = 5360

[global_routing]
grt_pass1_wl_um = 348000
grt-ovfl-total = 0
antenna_found_initial = 23
track_usage_pct = 52.0
first_global_vias = 42400
grt_max_degree = 119

[die]
core_area_um2 = 100000
dieWidth_um = 320
dieArea_um2 = 103000
ios = 114
fp.dieH_um = 320
rows = 116
fp_util_pct = 50.5

[run_status]
status = finished, final reports clean

metal layers:
metal | GRT usage, % | vias up
li1 | - | 16600
met1 | 68.1 | 22100
met2 | 66.4 | 3850
met3 | 34.3 | 1135
met4 | 26.9 | 36
met5 | 2.98 | -
synthesized netlist by cell type, types with 13 or more instances:
library cell and count:
a2111oi_0 56, a21oi_1 51, a221oi_1 14, a22o_1 56
a22oi_1 610, a32oi_1 23, and2_1 15, and3_1 205
buf_1 56, buf_2 80, buf_6 13, clkbuf_1 281
dfrtp_1 992, mux2_2 1010, mux2i_1 79, nand2_1 72
nand3_1 87, nand4_1 124, nor2_1 95, nor2b_1 15
nor3_1 15, o21ai_0 16, o22ai_1 24, or3_1 16
or4_1 48
cell type report:
| class | count | area, um2 | share of cell area, % |
|---|---|---|---|
| clock buffer | 151 | 3140 | 5.39 |
| antenna | 23 | 57.6 | 0.0988 |
| timing repair buffer | 395 | 3520 | 6.05 |
| inverter | 10 | 41.3 | 0.0709 |
| tap | 1298 | 1620 | 2.79 |
| clock inverter | 42 | 619 | 1.06 |
| sequential | 992 | 24800 | 42.6 |
| multi-input combinational | 2798 | 24400 | 41.9 |
power breakdown:
group	switching, mW	total, mW	internal (mW)	leakage [nW]
registers	1.03	7.69	6.66	12.7
clock network	2.40	5.95	3.55	1.84
logic	1.15	2.44	1.29	11.4
worst paths after layout:
kind	startpoint	endpoint	slack, ps	cells past startpoint
max	readreg1[1]	readdata1[7]	400	10
min	genblk1[13].inst3.genblk1[7].inst1.Q$_DFFE_PP0P_	genblk1[13].inst3.genblk1[7].inst1.Q$_DFFE_PP0P_	520	1
max reg2reg	genblk1[12].inst3.genblk1[14].inst1.Q$_DFFE_PP0P_	genblk1[12].inst3.genblk1[14].inst1.Q$_DFFE_PP0P_	6310	1
min reg2reg	genblk1[13].inst3.genblk1[7].inst1.Q$_DFFE_PP0P_	genblk1[13].inst3.genblk1[7].inst1.Q$_DFFE_PP0P_	520	1
max in group asynchronous	rst	genblk1[10].inst3.genblk1[14].inst1.Q$_DFFE_PP0P_	4030	5
min in group asynchronous	rst	genblk1[24].inst3.genblk1[31].inst1.Q$_DFFE_PP0P_	1000	2
critical path, stage by stage:
cell	delay (ps)
clkdlybuf4s50_1	870
buf_4	360
and3b_1	220
buf_4	190
and3_1	190
a2111oi_0	670
buf_4	230
nand3_1	60
or4_1	650
clkdlybuf4s50_1	470
stage by stage:
step / setup TNS, ps / area [um2] / cells / utilization [%]
detailed placement: 0 / 54400 / 5493 / 54.3
floorplan: -7843090 / 50600 / 4239 / -
finish: 0 / 58200 / 5709 / 58.1
CTS: 0 / 58200 / 5686 / 58.1
global route: 0 / 58200 / 5692 / 58.1
global placement: 0 / 54400 / 5493 / 54.3
cells by family (layout without fill, tap and decap cells):
| group | after synthesis | in the layout | share of synthesized area, % |
|---|---|---|---|
| flops | 992 | 992 | 49.0 |
| buf+inv | 449 | 598 | 3.79 |
| mux | 1094 | 1094 | 24.1 |
| other cells | 0 | 23 | 0 |
| simple gates | 770 | 770 | 8.86 |
| compound gates | 934 | 934 | 14.2 |
No activity file was given, so power comes from the tool's default toggle rates.
