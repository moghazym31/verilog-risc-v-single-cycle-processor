--- flow/config.mk ---
export PLATFORM = sky130hd
export DESIGN_NAME = multiplexer32bits4x1
export DESIGN_NICKNAME = multiplexer32bits4x1
export VERILOG_FILES = /design/flow/design.v
export SDC_FILE = /design/flow/constraint.sdc
export NUM_CORES = 4
export LEC_CHECK = 1
export CORE_AREA = 10 10 84 84
export DIE_AREA = 0 0 94 94
--- flow/constraint.sdc ---
current_design multiplexer32bits4x1

set clk_period 1.5
set clk_io_pct 0.2

create_clock -name clk0 -period $clk_period

set non_clock_inputs [all_inputs -no_clocks]
set_input_delay [expr $clk_period * $clk_io_pct] -clock clk0 $non_clock_inputs
set_output_delay [expr $clk_period * $clk_io_pct] -clock clk0 [all_outputs]
--- flow/design.v ---
`timescale 1ns / 1ps
module multiplexer32bits4x1 ( a, b, c, d, sel, out);
input [31:0] a, b, c, d;
input [1:0] sel;
output reg [31:0] out;
always @ (*)
begin
case (sel)
2'b00 : out <= a;
2'b01 : out <= b;
2'b10 : out <= c;
2'b11 : out <= d;
default:;
endcase
end
endmodule
--- flow/run.sh ---
#!/bin/bash
# OpenROAD 26Q1-2900-gdf79404cd8, Yosys 0.63+post, stock flow scripts
make -C /OpenROAD-flow-scripts/flow DESIGN_CONFIG=/design/flow/config.mk WORK_HOME=/design/flow/orfs finish
==> impl_metrics.yaml <==
# implementation run metrics
synthesis:
  synth_top_area_share_pct: 82.95
  synthCells: 39
  syn_area_um2: 814.5
  largest_area_cell: "mux4_2"
  avgSynthCellArea_um2: 20.89
  common_cells: "mux4_2, buf_12, buf_2"
  yosys_warnings: 1
  synth.most_common_cell: "mux4_2"
  yosys_cells: 39
  ys_chip_area_um2: 814.5
  ys_seq_share_pct: 0
  ys_types: 5
  area_leaders: "mux4_2, buf_12, mux4_1"
worst_setup_path:
  start_kind: "input port"
  cp_cell_sequence: "buf_16 > buf_16 > mux4_2 > buf_2"
  worst_setup_path_end_kind: "output pin"
  path_max_fanout: 6
  max_stage_delay_ns: 0.50
  worst-path-buf-inv: 3
  arrival_ns: 1.20
  cp.required_ns: 1.20
  slowest_stage: "mux4_2"
  critPathTopFamily: "multiplexers"
  cpMostUsedCell: "buf_16"
  crit_type: "input port to output pin"
detailed_routing:
  first_pass_iters: 2
  post-route-drc-count: 0
  ant_nets: 0
  vias: 1198
  drtIter0Drc: 32
  wl_per_cell_um: 21.75
  drt_wl_total_mm: 5.915
  diodes: 0
  vias_per_cell: 4.404
final_layout:
  clock_buffers: 0
  register_area_um2: 0
  ff_count: 0
  drive_gt1_share_pct: 36.63
  area_delta_synth_final_pct: 184.8
timing:
  slew_headroom_pct: 89.92
  period_needed_ns: 1.500
  fin_crit_sh_pct: 100.0
  fmax_mhz: 666.5
  rsz0062_at_grt: "true"
  setup_viol: 1
  worstMarginPinSlew_ns: 0.1523
  setup_ws_ns: -0.0004383
  drv_slew: 0
  final-hold-violation-count: 0
global_routing:
  grt_max_degree: 17
  grt_pass1_vias: 1401
  grt_pass1_wl_mm: 8.852
  antenna_found_initial: 0
  grt.overflow.total: 0
  grt.total_usage_pct: 13.31
floorplanning:
  die-height_um: 94
  core.rowCount: 26
  fp.dieW_um: 94
  chip_area_mm2: 0.008836
  fp_util_pct: 15.65
  io_pins: 162
  coreArea_mm2: 0.005205
outcome:
  violations: "setup timing"
  status: "finished, violations left"
run:
  warnings: 34
  maxCapViolations: 0
place:
  hpwl_mm: 5.064
  pre_cts_ws_ns: -0.6143
  gp_congestion: 0.8283
  port_buffers: 162
clock_tree:
  cts_setup_buffers: 0
  hold_buffers: 0
power:
  totalPowerFinal_w: 0.0005603
  powerDensity_mw_per_mm2: 241.5
  vdd_ir_drop_max_mv: 0.1251
  cellLeakagePower_nw: 1.111
min_path:
  hold_path.class: "input port to output pin"
metrics by stage:
step	cell area, um2	cells	hold WS, ns	setup TNS (ns)	util (%)
after floorplan	814.5	39	0.6864	0	-
after global placement	2492	267	1.604	-18.78	47.88
after detailed placement	2492	267	1.594	-18.71	47.88
after CTS	2320	272	1.087	-0.005433	44.57
after global routing	2320	272	1.100	-0.4836	44.57
final	2320	272	1.081	-0.0004383	44.57
timing repair:
item                                    in CTS  in global routing
endpoints found under the hold margin        0                  0
cloned                                       5                  0
gates resized                              248                  0
endpoints found under the setup margin      32                 31
power by group:
group	switching [W]	internal [W]	leakage (nW)
clock network	0	0	0
registers	0	0	0
logic	0.000144	0.000416	1.11
metal layers:
metal  global-route usage [%]  routed length (um)  vias up
met1                    15.89                2189      562
met5                        0                   0        -
met2                    23.33                3030       96
met3                    5.331                 680        2
met4                   0.3797                  14        0
li1                         -                   -      538
placed cells by master, fill, tap and decap left out:
master	n
mux4_2	32
buf_16	6
buf_12	3
dlygate4sd2_1	128
buf_2	33
kinds of logic after synthesis:
logic type / synth area share (%)
buf+inv: 10.60
mux: 89.40
worst paths after layout:
kind,from,end,depth (start not counted)
max,sel[0],out[1],4
min,a[13],out[13],3
cell type report:
class,instances,area (um2)
multi-input combinational,32,720.7
tap,70,87.58
fill,540,2885
timing repair buffer,170,1511
Power and IR drop assume default switching activity.
