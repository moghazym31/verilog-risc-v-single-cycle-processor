<file path="config.mk">
export PLATFORM = sky130hd
export DESIGN_NAME = RCA
export DESIGN_NICKNAME = RCA
export VERILOG_FILES = /design/flow/design.v
export SDC_FILE = /design/flow/constraint.sdc
export NUM_CORES = 4
export LEC_CHECK = 1
export CORE_AREA = 10 10 91 91
export DIE_AREA = 0 0 101 101
</file>
<file path="constraint.sdc">
current_design RCA

set clk_period 18.4
set clk_io_pct 0.2

create_clock -name clk0 -period $clk_period

set non_clock_inputs [all_inputs -no_clocks]
set_input_delay [expr $clk_period * $clk_io_pct] -clock clk0 $non_clock_inputs
set_output_delay [expr $clk_period * $clk_io_pct] -clock clk0 [all_outputs]
</file>
<file path="design.v">
`timescale 1ns / 1ps
`timescale 1ns / 1ps
module FullAdder(a, b, cin, sum, cout);
input a,b,cin;
output sum,cout;
assign sum=(a^b^cin);
assign cout=((a&b)|(b&cin)|(a&cin));
endmodule
`timescale 1ns / 1ps
`timescale 1ns / 1ps
module RCA(a,b,cin,sum,cout);
input [31:0] a;
input [31:0] b;
input cin;
output [31:0]sum;
output cout;
wire[31:0] c;
genvar i;
generate 
    for(i=0; i < 32; i= i+1)
    begin
    if (i == 0)
        FullAdder uut(a[i],b[i],cin,sum[i],c[i]);
    else
        FullAdder uut(a[i],b[i],c[i-1],sum[i],c[i]);  
    end
endgenerate
assign cout = c[31];
endmodule
</file>
<file path="run.sh">
#!/bin/bash
# OpenROAD 26Q1-2900-gdf79404cd8, Yosys 0.63+post, stock flow scripts
make -C /OpenROAD-flow-scripts/flow DESIGN_CONFIG=/design/flow/config.mk WORK_HOME=/design/flow/orfs finish
</file>
==> run notes <==
impl run done, here's what came out: Worst VDD drop 0.0000126 V, IO Pins 98, 1st-pass router iterations 1, PwrDens 32.1 mW/mm^2, vias between 700 and 800, Final Hold Viols 0, Period minus WS final approximately 19,000 ps, site row count 29, CP startpoint kind input pin, Crit path required time between 10,000 and 15,000 ps, # hold bufs at CTS 0, Final period util 1.02, Mapped Area 918 sq um, total track usage 0.0509, status complete, but fails checks, share of cells above drive strength 1 0.314, worst slack at placement -1100 ps, most frequent CP cell fa_2, Hold Crit Class in2out, CP max FO 1, grt total ovfl 0, GR Layer Usage met1 0.0595, met2 Track Usage GR 0.0614, syn avg cell area about 12 sq um, Cell area leaders fa_1, buf_4, inv_1, max-cap violations 0, die footprint between 0.01 and 0.015 sq mm, drt drc 0, top cells by count buf_4, fa_1, inv_1, fmax roughly 53 MHz, Buf/Inv on CP 6, CP max stage delay 420 ps, worst min-delay path startpoint b[0], worst slew pin tran 111 ps, WHS approximately 8100 ps, largest area contributor in the netlist fa_1, Critical Path AT between 15,000 and 20,000 ps, Most Used Layer, Global Route met3, FF+latch count 0, tool warnings 35, RSZ-0062 raised after global routing true, first-pass GRT wire length approximately 4200 um, distinct lib cells 3, initial antenna violation count 0, worst hold path depth 5, CP endpoint kind output pin, Antenna Diode Count 0, Pre-Place Util 0.145, IO buf count just under 100, largest net degree at the start of global routing 2, GR Util met3 0.0624, yosys warns 0, Die Wd 101 um, Max Transition Viols Final 0, violated checks setup timing, Core ar. about 0.0063 sq mm, post-synthesis sequential area ratio 0, Routed Wire Length ~2800 um, Yosys chip area ~900 sq um, register area 0 sq um, vias in the first global route about 860, WL/cell around 13 um, final setup margin -307 ps, setup TNS -359 ps, clock buffer count 0, DP HPWL 2740 um, Die Span Y about 100 um, cells after synthesis 74, slowest stage cell on the critical path fa_2, Slew Limit Headroom 0.926, critical path type in2out, Final setup viols 2, yosys stat cell total about 74, vias per cell about 3.3, crit-path leading delay family adder cells, Top-area cell share 0.698, Layout area overhead 98.6%, post-route ant nets 0, gp weighted congestion roughly 0.73, Hold Path End sum[0], Pleak about 0.00065 uW, DR iter-0 viols 0
[power breakdown]
part | internal [uW] | total (uW) | switching (uW)
clock | 0 | 0 | 0
sequential | 0 | 0 | 0
combinational | 43.0 | 58.5 | 15.5
total | 43.0 | 58.5 | 15.5
[through the flow]
stage | power (uW) | cells | instance area, sq um | util
3_5_place_dp | 61.6 | 217 | 1830 | 0.288
5_1_grt | 66.8 | 217 | 1820 | 0.287
6_report | 58.5 | 217 | 1820 | 0.287
2_1_floorplan | 29.9 | 74 | 991 | -
3_3_place_gp | 61.3 | 217 | 1830 | 0.288
4_1_cts | 60.3 | 217 | 1820 | 0.286
[timing repair]
item,in CTS,in global routing
hold endpoints to repair,0,0
buffers inserted,0,0
endpoints found under the setup margin,5,4
gates resized,32,4
[tightest hold or removal path, delay by kind of cell]
kind / cells / cell delay, ps
adder cells (fa/ha/maj): 1 / 180
buffers and inverters: 4 / 560
[placed cells by master, fill, tap and decap left out]
master and count:
dlygate4sd2_1 2, inv_4 2, inv_1 4, buf_6 1
inv_2 4, clkdlybuf4s50_1 89, clkdlybuf4s15_1 1, fa_2 32
buf_8 1, buf_2 4
[logic make-up (layout without fill, tap and decap cells)]
logic type  Yosys count  in the layout  share of synthesized area
fa+ha+maj            32             32                      0.698
buf+inv              42            108                      0.302
[worst max path at each step]
| stage | from | to | cells after the start | slack (ps) |
|---|---|---|---|---|
| after CTS | a[0] | sum[31] | 38 | -370 |
| final | a[0] | sum[31] | 38 | -310 |
| after global routing | a[0] | sum[31] | 38 | -610 |
[metal layers]
layer | part of all wire | vias up
met1 | 0.37 | 318
met4 | 0 | 0
met2 | 0.31 | 85
met3 | 0.32 | 0
li1 | - | 312
met5 | 0 | -
[cell type report]
type / instances / area (sq um)
repair buffers: 98 / 965
multi-input cells: 32 / 721
well taps: 77 / 96.3
fillers: 642 / 4530
inverters: 10 / 42.5
Power is estimated from default activity; no workload was simulated.
